==> run.sh <==
#!/bin/bash
# OpenROAD 26Q1-2900-gdf79404cd8, Yosys 0.63+post, stock flow scripts
make -C /OpenROAD-flow-scripts/flow DESIGN_CONFIG=/design/flow/config.mk WORK_HOME=/design/flow/orfs finish
==> config.mk <==
export PLATFORM = sky130hd
export DESIGN_NAME = upcounter
export DESIGN_NICKNAME = upcounter
export VERILOG_FILES = /design/flow/design.v
export SDC_FILE = /design/flow/constraint.sdc
export NUM_CORES = 4
export LEC_CHECK = 1
export CORE_AREA = 10 10 83 83
export DIE_AREA = 0 0 93 93
==> constraint.sdc <==
current_design upcounter

set clk_period 2.3
set clk_io_pct 0.2

create_clock -name clk0 -period $clk_period [get_ports {clk}]

set non_clock_inputs [all_inputs -no_clocks]
set_input_delay [expr $clk_period * $clk_io_pct] -clock clk0 $non_clock_inputs
set_output_delay [expr $clk_period * $clk_io_pct] -clock clk0 [all_outputs]
==> design.v <==
module upcounter(clk,out);
		input clk;
		output reg[N-1:0] out;
		parameter N=16;
			always @(posedge clk)
				out <= out+1;
endmodule
==> flow_metrics.py <==
# Auto-generated metrics
metrics = {
    "global_route": {
        "grt_pass1_wl_mm": 2.421,
        "grtUsageTotal_pct": 3.511,
        "antenna_found_initial": 0,
        "grt-ovfl-total": 0,
        "first_global_vias": 461,
        "grt_max_degree": 10,
    },
    "die": {
        "rows": 26,
        "core_area_um2": 5140,
        "die_area_um2": 8649,
        "floorplan.core_util_pct": 12.10,
        "ios": 17,
        "chipWidth_um": 93,
        "die_y_um": 93,
    },
    "sta": {
        "fin_crit_sh_pct": 73.07,
        "rsz0062_at_grt": "no",
        "max_freq_mhz": 595.0,
        "relSlewSlack_pct": 74.40,
        "whs_ps": 419.0,
        "worst_pin_slew_ps": 382.9,
        "setup_tns_ps": 0,
        "fin_crit_ps": 1681,
        "hold_viol": 0,
        "fin_worst_skew_ps": 4.969,
        "setup_violations": 0,
        "slew_viol_final": 0,
    },
    "final_layout": {
        "top_regs": "out x16",
        "syn2layout_area_growth_pct": 48.69,
        "nFillCells": 597,
        "comb_area_um2": 290.3,
        "regArea_um2": 320.3,
        "regMostFlops": "out",
        "stdcell_area_um2": 924.6,
        "drive_gt1_share_pct": 11.69,
        "largest_reg_flops": 16,
        "lay_top_cells": "dfxtp_1 (16), clkdlybuf4s50_1 (16), xor2_1 (10), nand3_1 (5)",
    },
    "synthesis": {
        "netlist_area_um2": 621.8,
        "ys_cells": 57,
        "ys_warn_count": 1,
        "synthCells": 57,
        "numSynthFlops": 16,
        "ys_chip_area_um2": 621.8,
        "synth-seq-area-share_pct": 51.51,
        "synth_cell_types": 12,
        "avgSynthCellArea_um2": 10.91,
    },
    "run_status": {
        "status": "complete, no violations",
    },
    "power_and_ir_drop": {
        "p_clk_share_pct": 46.9,
        "combPwrFrac_pct": 0,
        "netSwitchingFraction_pct": 17.82,
        "ir_drop_mv": 0.2104,
        "power_density_nw_per_um2": 564.0,
        "pwr-share-seq_pct": 53.1,
        "p_sw_uw": 92.91,
        "p_leak_uw": 0.0003562,
        "power.internal_uw": 428.6,
    },
    "detailed_routing": {
        "vias": 449,
        "via_per_inst": 3.054,
        "n_antenna_cell": 0,
        "drc": 0,
        "wl_mm": 1.423,
        "drt_pre_antenna_iters": 4,
        "detail_route.iter0.violations": 29,
        "drtAntennaViolNets": 0,
        "wl_per_cell_um": 9.680,
    },
    "clocking": {
        "cts.sinks": 16,
        "htreeDepth": 1,
        "clockRootBuffer": "clkbuf_8",
        "clock_path_buffers": 2,
        "numCtsBuffers": 3,
        "cts_resized": 0,
        "clk_pin_slew_worst_paths_ps": 60,
        "cts-hold-fix-buffers": 0,
        "postCtsSetupRepairBufs": 0,
        "cts_tree": "built",
        "clock_latency_ps": 250,
    },
    "worst_setup_path": {
        "cp.arrival_ps": 1220,
        "crit_path_start_kind": "register",
        "rrSetupSlack_ps": 960,
        "r2r_start": "out[2]",
        "path_cells": "clkdlybuf4s50_1",
        "crit_fanout": 6,
        "max_stage_delay_ps": 520,
        "critPathSlowestCell": "clkdlybuf4s50_1",
        "end_kind": "primary output",
        "cp-startpoint": "out[3]",
        "crit_family": "buffers and inverters",
        "path_buffers": 1,
        "required_ps": 1840,
        "critical_path_class": "reg -> out",
    },
    "place": {
        "placed_area_um2": 869.6,
        "place_congestion": 0.7419,
        "hpwl_mm": 1.109,
        "io_buffers": 16,
    },
    "run": {
        "openroad.warnings": 25,
        "drv_cap": 0,
    },
    "min_path": {
        "hold_start": "out[0]",
        "hp-class": "reg -> reg",
    },
}
[stage by stage]
step / utilization [%] / power (µW) / std cells / setup slack (ps)
final: 17.99 / 521.5 / 147 / 619.3
after global routing: 17.99 / 547.1 / 147 / 556.0
after CTS: 17.99 / 531.9 / 147 / 594.5
after detailed placement: 16.92 / 283.2 / 143 / 868.1
after global placement: 16.92 / 283.2 / 143 / 875.9
after floorplan: - / 283.2 / 57 / 1169
[worst paths after layout]
check / to / cells past startpoint
max: out[3] / 1
min: out[0] / 1
max reg2reg: out[13] / 3
min reg2reg: out[0] / 1
[power groups by stage]
stage     combinational (µW)  sequential, µW  clock, µW
6_report            0.000199             277        244
4_1_cts             0.000199             277        255
5_1_grt             0.000199             277        270
[layer usage]
metal | global-route usage, % | vias up | wire length (µm)
met1 | 4.929 | 203 | 682
met4 | 0.6427 | 0 | 19
met2 | 5.082 | 11 | 624
li1 | - | 233 | -
met3 | 1.292 | 2 | 97
met5 | 0 | - | 0
[cell type report]
cell class,count,share of cell area [%]
tap,70,9.472
clock buffer,4,5.954
timing repair buffer,16,17.32
inverter,3,1.218
sequential,16,34.64
multi-input combinational,38,31.39
[cells by family after synthesis]
kind of cell | after synthesis | share of synthesized area (%)
XOR/XNOR | 14 | 19.72
flip-flops | 16 | 51.51
buffers and inverters | 3 | 1.811
AND/OR/NAND/NOR | 23 | 24.95
adder cells (fa/ha/maj) | 1 | 2.012
[synthesized netlist by cell type]
library cell / number / area (µm²)
dfxtp_1: 16 / 320.3
ha_1: 1 / 12.51
inv_1: 3 / 11.26
nand2_1: 4 / 15.01
nand3_1: 5 / 25.02
nand4_1: 2 / 12.51
nand4_4: 1 / 21.27
nor2_1: 3 / 11.26
nor3_1: 4 / 20.02
nor4_2: 4 / 50.05
xnor2_1: 4 / 35.03
xor2_1: 10 / 87.58
Power and IR drop assume default switching activity.
