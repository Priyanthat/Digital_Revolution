<file path="flow/run.sh">
#!/bin/bash
# OpenROAD 26Q1-2900-gdf79404cd8, Yosys 0.63+post, stock flow scripts
make -C /OpenROAD-flow-scripts/flow DESIGN_CONFIG=/design/flow/config.mk WORK_HOME=/design/flow/orfs finish
</file>
<file path="flow/config.mk">
export PLATFORM = sky130hd
export DESIGN_NAME = multbeh
export DESIGN_NICKNAME = multbeh
export VERILOG_FILES = /design/flow/design.v
export SDC_FILE = /design/flow/constraint.sdc
export NUM_CORES = 4
export LEC_CHECK = 1
export CORE_UTILIZATION = 40
</file>
<file path="flow/constraint.sdc">
current_design multbeh

set clk_period 8.5
set clk_io_pct 0.2

create_clock -name clk0 -period $clk_period

set non_clock_inputs [all_inputs -no_clocks]
set_input_delay [expr $clk_period * $clk_io_pct] -clock clk0 $non_clock_inputs
set_output_delay [expr $clk_period * $clk_io_pct] -clock clk0 [all_outputs]
</file>
<file path="flow/design.v">
module multbeh(x,y,z);
	input  [7:0]  x,y;
	output [15:0] z;
		assign z=x*y;
endmodule
</file>
==> results_dict.tcl <==
# metrics dict for downstream scripts
set metrics [dict create \
    status "finished, final reports clean" \
    die_x_microns 74.6 \
    io_pins 32 \
    cts_setup_buffers 0 \
    fill_cells 515 \
    place.gp.congestion 0.858 \
    cpPeakStageDelay_ns 0.54 \
    num_vias 1651 \
    wl_per_cell_microns 11.1 \
    diodes 0 \
    ys_sh_adder 0.556 \
    clkbuf_count 0 \
    grt_use_total 0.161 \
    openroad.warnings 32 \
    grt_pass1_vias 1583 \
    vias_per_cell 4.77 \
    syn_avg_cell_area_sq_um 8.67 \
    ys_top_cells_by_area "fa_1, ha_1, and2_1" \
    synth_top_cell_by_area "fa_1" \
    ys_cells 243 \
    path_class "in2out" \
    postLayoutCoreUtil 0.497 \
    critPathTopFamily "adder cells" \
    dpl.hpwl_mm 3.37 \
    grt-ovfl-total 0 \
    finalHoldViolCount 0 \
    drive_gt1_frac 0.0217 \
    die_h_microns 74.6 \
    power_density_nw_per_um2 196 \
    cap_violations 0 \
    end_kind "output pin" \
    leakage_nw 1.30 \
    worstPathRequired_ns 6.80 \
    placed_cell_area_sq_um 2520 \
    crit_start "x[3]" \
    rows 26 \
    max_slew_margin 0.733 \
    ys_types 28 \
    grt_pass1_wl_mm 6.77 \
    routed_wl_mm 3.84 \
    fin_cells 346 \
    cpMaxStageDelayCell "clkdlybuf4s50_1" \
    critPathMaxFanout 8 \
    dp.cells 346 \
    seq_area_frac_synth 0 \
    die-area_sq_um 5560 \
    syn-instance-count 243 \
    cp_cell_sequence "clkdlybuf4s50_1, and2_1, fa_1, inv_1, fa_1, inv_1, fa_1, inv_1, fa_1, inv_1, ha_1, and2_4, a221oi_2, nand2_1, a31oi_1, xnor2_1, clkdlybuf4s50_1" \
    start_kind "input pin" \
    ctsResizeCount 0 \
    max_freq_ghz 0.122 \
    combGateArea_sq_um 1920 \
    ys_chip_area_sq_um 2110 \
    yosysWarnings 0 \
    setup_viol 0 \
    grt_antenna_before_repair 0 \
    aoi_share 0.0814 \
    logic_family "adder cells" \
    dr.pass1.iters 4 \
    finalMaxSlewViolations 0 \
    drt-initial-drc-count 59 \
    ir_worst_vdd_mv 0.152 \
    drc_errors 0 \
    lay_top_cells "inv_1, and2_1, fa_1, ha_1, clkdlybuf4s50_1" \
    fin_crit_ns 8.17 \
    timing.final.crit_share 0.961 \
    grt_max_degree 9 \
    crit_arrival_ns 6.47 \
    crit_buf_inv 6 \
    drtAntennaViolNets 0 \
    port_buffers 32 \
    flop-count 0 \
    worstMarginPinSlew_ns 0.396 \
    worstSetupEndpoint "z[11]" \
    post-route-cell-area_sq_um 2520 \
    setup-tns-final_ns 0 \
    cts_hold_buf 0 \
    fp_util 0.415 \
    syn_area_sq_um 2110 \
    top_area_frac 0.342 \
    simple_gate_share 0.230 \
    syn_to_final_growth_pct 19.7 \
    cp.depth 17 \
    layout.area.seq_sq_um 0 \
    synth.area.mux_share 0 \
    core_sq_um 5070 \
    synthXorXnorAreaFrac 0.0457 \
    layout_top_cell "inv_1" \
    rsz0062_at_grt "false" \
    hold_class "in2out" \
]
report_power, final:
| part | switching, mW | internal [mW] | leakage (nW) |
|---|---|---|---|
| clock network | 0 | 0 | 0 |
| registers | 0 | 0 | 0 |
| logic | 0.207 | 0.288 | 1.30 |
| total | 0.207 | 0.288 | 1.30 |
cell usage after synthesis (all sizes together), types with 2 or more instances:
master and count:
o21a 4, and3 3, nor2 6, xor2 4, nand2 23, nor2b 2, o21ai 3, fa 36
inv 49, a21oi 5, and2 48, xnor2 7, a211o 3, nor3 2, ha 36, o211ai 2
how the worst min path moves through the flow:
| stage | from | endpoint | slack [ns] | cells past startpoint |
|---|---|---|---|---|
| final | x[0] | z[0] | 4.51 | 4 |
| after global routing | x[0] | z[0] | 4.56 | 4 |
| after CTS | x[0] | z[0] | 4.52 | 4 |
layout make-up:
cell class	count	share of cell area
timing repair buffer	33	0.130
inverter	49	0.0729
tap	70	0.0347
multi-input combinational	194	0.762
layer usage:
layer	vias up	track usage	routed length (microns)
met5	-	0	0
met4	0	0	0
li1	832	-	-
met2	31	0.268	1940
met1	788	0.252	1790
met3	0	0.0151	110
through the flow:
stage	total power, mW	hold slack [ns]	setup WS, ns
final	0.495	4.51	0.331
after global routing	0.566	4.56	0.0679
after CTS	0.505	4.52	0.320
after detailed placement	0.501	4.52	0.326
after global placement	0.502	4.51	0.335
after floorplan	0.306	3.47	1.62
logic make-up (layout without fill, tap and decap cells):
logic type,count (synthesis),in the layout
xor gates and xnor gates,11,11
buffers and inverters,49,82
and+or+nand+nor,88,88
AOI/OAI and AO/OA,23,23
adders and majority gates,72,72
worst min-delay path: stages:
cell and delay (ns):
clkdlybuf4s50_1 0.43, buf_4 0.16, and2_1 0.13, clkdlybuf4s50_1 0.39
Power is estimated from default activity; no workload was simulated.
