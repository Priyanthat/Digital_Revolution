===== run.sh =====
#!/bin/bash
# OpenROAD 26Q1-2900-gdf79404cd8, Yosys 0.63+post, stock flow scripts
make -C /OpenROAD-flow-scripts/flow DESIGN_CONFIG=/design/flow/config.mk WORK_HOME=/design/flow/orfs finish

===== config.mk =====
export PLATFORM = sky130hd
export DESIGN_NAME = BCD2sevenseg
export DESIGN_NICKNAME = BCD2sevenseg
export VERILOG_FILES = /design/flow/design.v
export SDC_FILE = /design/flow/constraint.sdc
export NUM_CORES = 4
export LEC_CHECK = 1
export CORE_AREA = 10 10 70 70
export DIE_AREA = 0 0 80 80

===== constraint.sdc =====
current_design BCD2sevenseg

set clk_period 1.4
set clk_io_pct 0.2

create_clock -name clk0 -period $clk_period

set non_clock_inputs [all_inputs -no_clocks]
set_input_delay [expr $clk_period * $clk_io_pct] -clock clk0 $non_clock_inputs
set_output_delay [expr $clk_period * $clk_io_pct] -clock clk0 [all_outputs]

===== design.v =====
module BCD2sevenseg(a,b,c,d,e,f,g,A,B,C,D);
		input wire A,B,C,D;
		output wire a,b,c,d,e,f,g;
		wire A_,B_,C_,D_;
		wire[0:9] w;
		not(A_,A); not(B_,B); not(C_,C); not(D_,D);
		and(w[0],A_,B_,C_,D_); and(w[1],A_,B_,C_,D);
		and(w[2],A_,B_,C,D_);  and(w[3],A_B_,C,D);
		and(w[4],A_,B,C_,D_);  and(w[5],A_,B,C_,D);
		and(w[6],A_,B,C,D_);   and(w[7],A_,B,C,D);	 							  
				       and(w[9],A,B_,C_,D); 
		or(a,w[0],w[4]);  
		or(b,w[5],w[6]);
		assign c = w[2];
		or(d,w[1],w[4],w[7]);
		or(e,w[1],w[3],w[4],w[5],w[7],w[9]);
		or(f,w[1],w[2],w[3],w[7]);
		or(g,w[0],w[1],w[7]);
endmodule

==> flow_summary_export.csv <==
group,metric,value,unit
sta,tightestPinTransition,0.1806,ns
place,port_buffers,11,
yosys,synth_area,125.1,um^2
detailed_routing,drt_iter0_drc,18,
yosys,ys_cells,18,
yosys,synth_seq_share,0,%
sta,setup_tns,0,ns
status,outcome,"finished clean",
critical_path,setup.worst_path.end_class,"output pin",
clock_network,hold_buffers,0,
critical_path,crit_required,1.12,ns
detailed_routing,antenna_left,0,
pwr,pwr-share-seq,0,%
global_routing,grt_usage,1.755,%
yosys,syn_inst,18,
detailed_routing,drcViolationCount,0,
sta,finalHoldViolations,0,
place,postPlaceCellArea,289.0,um^2
critical_path,start_kind,"input pin",
global_routing,grt_pass1_wl,917,um
finish,finish.utilization,9.048,%
run,cap_violations,0,
critical_path,cp_max_fo,6,
finish,area_growth,147.0,%
place,place.gp.congestion,0.5899,
yosys,yosysWarnings,2,
critical_path,worstPathArrival,1.03,ns
yosys,ys_types,13,
die,initCoreUtil,3.663,%
pwr,switching_share,41.48,%
detailed_routing,antenna_cells,0,
finish,drive_gt1_share,44.83,%
global_routing,grt-ovfl-total,0,
global_routing,grt_max_degree,10,
critical_path,cp-startpoint,"B",
die,die_w,80,um
sta,slew-limit-headroom,87.93,%
pwr,p_sw,28.83,uW
detailed_routing,vias,171,
detailed_routing,firstDrtPassIters,4,
run,warnings,32,
pwr,clkPwrFrac,0,%
sta,maxSlewViolCount,0,
die,row_count,21,
sta,fmax,765.4,MHz
sta,whs,0.8595,ns
sta,rsz0062_at_grt,"false",
critical_path,worstSetupPathType,"input pin to output pin",
detailed_routing,routed_via_density,2.280,
finish,design_area,309.0,um^2
place,dp_hpwl,482.4,um
sta,period_used_share,93.32,%
pwr,p_int,40.67,uW
finish,regArea,0,um^2
finish,clock_buffers,0,
yosys,ys_area,125.1,um^2
finish,flops,0,
yosys,avgSynthCellArea,6.951,um^2
die,core_area,0.003416,mm^2
sta,period_needed,1.306,ns
die,io_pins,11,
pwr,combPwrFrac,100.0,%
hold_path,hold_path.class,"input pin to output pin",
critical_path,worstSetupEndpoint,"g",
pwr,power,69.50,uW
detailed_routing,wirelength,569,um
pwr,ir_drop,0.00002915,V
detailed_routing,wl_per_cell,7.587,um
pwr,pwr_density_cell,224.9,mW/mm^2
die,dieArea,0.006400,mm^2
global_routing,antenna_found_initial,0,
die,chipHeight,80,um
sta,setup_violations,0,
global_routing,grt_pass1_vias,155,
pwr,power.leakage,0.0001390,uW
## cell type report
class / count / area, um^2
fill: 410 / 3107
multi-input combinational: 16 / 145.1
timing repair buffer: 13 / 106.4
tap: 46 / 57.56
## synth_stat cells, drive strengths merged
cell type,instances,area (um^2)
o22ai,2,12.51
xnor2,2,17.52
nand3,1,5.000
nor3,1,5.000
nor2b,2,12.51
buf,2,18.77
nor4b,1,8.760
a2bb2o,1,11.26
a21oi,1,5.000
nor2,1,3.750
or2,2,12.51
nand2b,2,12.51
## layout by cell type (no fill, tap or decap), drive strengths merged
master	count
a2bb2o	1
clkbuf	3
dlygate4sd2	5
nor2b	2
nor4b	1
nor2	1
nand3	1
or2	2
nand2b	2
xnor2	2
dlymetal6s2s	1
o22ai	2
nor3	1
a21oi	1
buf	4
## power by group through the flow
stage	Sequential (uW)	Combinational, uW	Clock, uW
global route	0	78.2	0
CTS	0	67.5	0
finish	0	69.5	0
## repair_timing
| action | in CTS | in global routing |
|---|---|---|
| pin swaps | 4 | 1 |
| endpoints found under the hold margin | 0 | 0 |
| gates resized | 29 | 7 |
| setup endpoints to repair | 7 | 2 |
| buffers inserted | 0 | 0 |
## worst max-delay path: stages
cell and delay [ns]:
clkbuf_4 0.15, or2_1 0.23, a21oi_1 0.13, dlygate4sd2_1 0.23
## per-stage QoR
stage,instances,worst slack [ns]
global placement,75,-0.6549
CTS,75,0.001363
detailed placement,75,-0.6780
finish,75,0.09357
floorplan,18,0.3275
global route,75,0.02113
## cell families (layout without fill, tap and decap cells)
logic type             Yosys count  count (layout)  share of synthesized area, %
XOR/XNOR                         2               2                         14.00
AND-OR/OR-AND                    4               4                         22.99
buffers and inverters            2              13                         15.00
AND/OR/NAND/NOR                 10              10                         47.99
## worst min path at each step
stage	from	to	slack [ns]	depth (start not counted)
4_1_cts	A	c	1.0	3
5_1_grt	C	a	0.88	3
6_report	C	a	0.86	3
## routing by layer
| metal | part of all wire, % | vias up | track usage [%] |
|---|---|---|---|
| li1 | - | 86 | - |
| met3 | 6.2 | 0 | 0.4545 |
| met2 | 49 | 5 | 3.050 |
| met4 | 0 | 0 | 0 |
| met1 | 45 | 80 | 2.243 |
| met5 | 0 | - | 0 |
Power figures rest on the tool's default switching activity, not on a simulated workload.
